File: design/flow/run.sh
#!/bin/bash
# OpenROAD 26Q1-2900-gdf79404cd8, Yosys 0.63+post, stock flow scripts
make -C /OpenROAD-flow-scripts/flow DESIGN_CONFIG=/design/flow/config.mk WORK_HOME=/design/flow/orfs finish
File: design/flow/config.mk
export PLATFORM = sky130hd
export DESIGN_NAME = multipler
export DESIGN_NICKNAME = multipler
export VERILOG_FILES = /design/flow/design.v
export SDC_FILE = /design/flow/constraint.sdc
export NUM_CORES = 4
export LEC_CHECK = 1
export CORE_UTILIZATION = 30
export SYNTH_HDL_FRONTEND = slang
File: design/flow/constraint.sdc
current_design multipler

set clk_period 30.5
set clk_io_pct 0.2

create_clock -name clk0 -period $clk_period [get_ports {clk_i}]

set non_clock_inputs [all_inputs -no_clocks]
set_input_delay [expr $clk_period * $clk_io_pct] -clock clk0 $non_clock_inputs
set_output_delay [expr $clk_period * $clk_io_pct] -clock clk0 [all_outputs]
File: design/flow/design.v
package cipher_pkg;
    parameter KEY_LENGTH  = 128;
    parameter DATA_LENGTH = 128;
    parameter LENGTH      = 32;
    typedef enum {
        idle, 
        init, 
        read_ad, 
        read_ad_check,  
        read_data, 
        compute, 
        write_data, 
        write_tag, 
        finish
    } state_t;
    typedef logic [KEY_LENGTH-1:0] key_t;
endpackage
package multipler_pkg;
    parameter DATA_LENGTH       = 64;
    parameter BLOCK_LENGTH      = 16;
    parameter LENGTH            = 16;
    typedef enum {
        idle, 
        init, 
        compute, 
        finish
    } state_t;
    typedef logic [LENGTH-1:0] counter_t;
endpackage
import multipler_pkg::*;
module multipler (
    input  logic                        clk_i,            
    input  logic                        rst_ni,           
    input  logic                        start_i,          
    output logic                        busy_o,           
    output logic                        finish_o,         
    input  logic [DATA_LENGTH-1:0]      indata_a_i,       
    input  logic [DATA_LENGTH-1:0]      indata_b_i,       
    output logic [DATA_LENGTH*2-1:0]    outdata_r_o       
);
state_t curr_state, next_state;
logic ctrl_update_operands;
logic ctrl_update_result;
logic [DATA_LENGTH-1:0] operand_a;
logic [DATA_LENGTH-1:0] operand_b;
logic [DATA_LENGTH*2-1:0] result;
always_comb begin
    ctrl_update_operands   = (curr_state == init);
    ctrl_update_result = (curr_state == compute);
end
always_ff @(posedge clk_i) begin
    if (rst_ni == 0) begin
        curr_state <= idle;
    end 
    else begin
        curr_state <= next_state;
    end
end
always_comb begin
    next_state = curr_state;  
    case (curr_state)
        idle : begin
            if (start_i == 1) begin
                next_state = init;
            end
        end
        init : begin
            next_state = compute;
        end
        compute : begin
            next_state = finish;
        end
        finish : begin
            next_state = idle;
        end
        default : begin
            next_state = idle;
        end
    endcase
end
always_ff @(posedge clk_i) begin
    if (rst_ni == 0) begin
        operand_a <= 0;
    end 
    else if (ctrl_update_operands) begin
        operand_a <= indata_a_i;
    end
end
always_ff @(posedge clk_i) begin
    if (rst_ni == 0) begin
        operand_b <= 0;
    end 
    else if (ctrl_update_operands) begin
        operand_b <= indata_b_i;
    end
end
always_ff @(posedge clk_i) begin
    if (rst_ni == 0) begin
        result <= 0;
    end 
    else if (ctrl_update_result) begin
        result <= operand_a * operand_b;
    end
end
assign busy_o = (curr_state != idle && curr_state != finish);
assign finish_o = (curr_state == finish);
assign outdata_r_o = result;
endmodule : multipler
==> flow_metrics.tcl <==
# place-and-route summary
set metrics [dict create \
    status "finished with violations" \
    violations "max-capacitance violations, max-slew violations" \
    synthesis.instances 15000 \
    synth_flops 258 \
    ys.flop_type "dfxtp_1" \
    cts_root_buf "clkbuf_16" \
    netlist_area_um2 137500 \
    first_iter_violations 3985 \
    viasPerCell 4.711 \
    cp-start-kind "flop" \
    async_flop_share 0 \
    fp-utilization 0.3014 \
    synth_top_cell_by_area "fa_1" \
    dr.pass1.iters 5 \
    die_w_um 679.0 \
    cp_slowest_cell "a211oi_1" \
    antenna_found_initial 41 \
    grt_pass1_vias 107000 \
    clock_latency_ns 0.75 \
    crit_fanout 42 \
    core_area_um2 456100 \
    crit_type "flop to flop" \
    ant_nets 0 \
    drive_above_1_share 0.03345 \
    met1Wirelength_um 149100 \
    cts.clk_slew.worst_paths_ns 0.07 \
    clkSinkCount 258 \
    drc 0 \
    final_cell_mix "3837 x fa_1, 3546 x inv_1, 2309 x nand2_1, 1947 x and2_1, 656 x ha_1" \
    place_hpwl_um 352200 \
    postSynthSeqShare 0.03757 \
    worst_ep_arrival_time_ns 12.10 \
    track_usage 0.2056 \
    pin_count 261 \
    syn2layout_area_growth_pct 7.081 \
    cts_resized 0 \
    critPathMostFrequentCell "fa_1" \
    grt_max_degree 55 \
    max_stage_delay_ns 0.89 \
    wl_met2_um 219500 \
    ff2ff_setup_slack_ns 18.98 \
    dieHeight_um 679.0 \
    hold_buffers 0 \
    cts_max_level 2 \
    r2r_cells 29 \
    rr_startpoint "operand_a[28]" \
    synth-edff-count 0 \
    gr-total-overflow 0 \
    r2r_end "outdata_r_o[93]" \
    ys_cells 15000 \
    timing.hold.worst.class "flop to flop" \
    peakVddDrop_mv 0.1135 \
    grt_pass1_wl_um 672500 \
    cts_max_path_buffers 3 \
    synth.avg_cell_area_um2 9.166 \
    fin_crit_sh 0.3776 \
    rsz0062_at_grt "no" \
    maxCapViolations 1 \
    min_to "outdata_r_o[62]" \
    slew_headroom -0.01295 \
    yosysUniqueCellTypes 77 \
    crit_family "adder cells" \
    cts-buffers-inserted 42 \
    worstMarginPinSlew_ns 1.507 \
    hold_viol 0 \
    port_buffers 260 \
    required_ns 31.09 \
    ys_warn_count 0 \
    fmax_mhz 86.84 \
    rows 248 \
    min_from "outdata_r_o[62]" \
    setup_viol 0 \
    drv_slew 3 \
    postCtsSetupBuffers 0 \
    cp-end-kind "flop" \
    layout_top_cell "fa_1" \
    ys_chip_area_um2 137500 \
    topCellsByArea "fa_1 56%, inv_1 9.7%, and2_1 8.9%" \
    top_cell_area_share 0.5587 \
    fin_setup_tns_ns 0 \
    gp_congestion 0.9523 \
    warning_count 28 \
    top_layer_used "met5" \
    p_leak_nw 73.71 \
    worstHoldPathCells 2 \
    cts_tree "done" \
    power_density_nw_per_um2 57.13 \
    timing.hold.ws_ns 0.4497 \
    chipArea_um2 461000 \
    wl_met3_um 40510 \
    drt-total-wl_um 434400 \
    skew_ns 0.07857 \
    finalCriticalPeriod_ns 11.52 \
    crit_buf_inv 6 \
    detail_route.wl_per_cell_um 21.12 \
    vias 96900 \
]
how the worst max path moves through the flow:
stage,startpoint,end,slack [ns],cells after the start
6_report,operand_a[28],outdata_r_o[93],18.98,29
5_1_grt,operand_a[35],outdata_r_o[93],18.78,30
4_1_cts,operand_a[24],outdata_r_o[93],19.30,29
registers in the layout, summed over array words and instances, names as in the netlist:
register / flops
curr_state: 2
outdata_r_o: 128
operand_b: 64
operand_a: 64
area by class of cell:
type | instances | area, um^2
fill | 46840 | 308900
multi-input combinational | 10170 | 115200
inverter | 3547 | 13320
tap | 6000 | 7507
sequential | 258 | 5325
timing repair buffer | 508 | 4464
clock buffer | 56 | 1184
clock inverter | 21 | 232.7
antenna | 9 | 22.52
cells in the mapped netlist (3+ instances only):
master and n:
nor2b_1 10, dfxtp_1 258, clkbuf_1 998, inv_1 3546, a21o_1 87, a211oi_2 3, a21oi_2 3, nor4_1 8
o32a_1 3, nand4_1 71, xor2_1 54, o221ai_1 4, or2_2 10, o21a_1 15, o21ai_1 5, buf_2 19
mux2i_1 196, and2_1 1947, and3_1 16, nand2_1 2310, a21oi_1 189, a211oi_1 10, o31ai_1 14, nor2_1 290
ha_1 658, a21boi_0 10, a41oi_1 3, nor3_1 27, a31oi_1 18, o21bai_1 41, nand2b_1 17, and4_1 10
fa_1 3837, a211o_1 3, buf_1 9, xnor2_1 66, or3_1 10, or4_1 6, a221oi_1 5, o21ai_0 131
a221o_1 4, nand3_1 34
power by group:
part	leakage, nW	total (mW)	switching (mW)	internal [mW]
logic	70.9	7.22	4.76	2.45
clock network	0.690	0.545	0.252	0.293
registers	2.15	0.651	0.214	0.437
total	73.7	8.41	5.23	3.18
through the flow:
stage	instances	utilization	setup WS [ns]	instance area (um^2)	total power, mW
after CTS	20560	0.3227	19.30	147200	8.544
after global placement	20480	0.3196	19.28	145800	7.924
final	20570	0.3228	18.98	147200	8.411
after global routing	20570	0.3228	18.78	147200	9.191
after floorplan	15000	-	21.78	137500	4.993
after detailed placement	20480	0.3196	19.33	145800	7.926
cell families (layout without fill, tap and decap cells):
kind of cell | after synthesis | after routing | share of synthesized area
xor gates and xnor gates | 120 | 120 | 0.007644
AOI/OAI and AO/OA | 583 | 583 | 0.02717
adders and majority gates | 4495 | 4495 | 0.6186
muxes | 196 | 196 | 0.01427
and+or+nand+nor | 4774 | 4774 | 0.1697
DFF | 258 | 258 | 0.03757
buffers and inverters | 4574 | 4132 | 0.1251
other | 0 | 9 | 0
metal layers:
layer	vias up	global-route usage
met5	-	0.001145
met4	10	0.08819
met3	897	0.07639
met2	4064	0.3417
met1	50390	0.2413
li1	41540	-
worst register-to-register path: cells and delay by family (launching register included):
| family | cells | cell delay, ns |
|---|---|---|
| flip-flops | 1 | 0.83 |
| buffers and inverters | 6 | 1.01 |
| XOR/XNOR | 1 | 0.16 |
| adder cells (fa/ha/maj) | 11 | 5.38 |
| AND/OR/NAND/NOR | 3 | 0.99 |
| AND-OR/OR-AND | 8 | 3.02 |
Power is estimated from default activity; no workload was simulated.
