[/design/flow/run.sh]
#!/bin/bash
# OpenROAD 26Q1-2900-gdf79404cd8, Yosys 0.63+post, stock flow scripts
make -C /OpenROAD-flow-scripts/flow DESIGN_CONFIG=/design/flow/config.mk WORK_HOME=/design/flow/orfs finish
[/design/flow/config.mk]
export PLATFORM = sky130hd
export DESIGN_NAME = shiftreg
export DESIGN_NICKNAME = shiftreg
export VERILOG_FILES = /design/flow/design.v
export SDC_FILE = /design/flow/constraint.sdc
export NUM_CORES = 4
export LEC_CHECK = 1
export CORE_UTILIZATION = 30
export SYNTH_HDL_FRONTEND = slang
[/design/flow/constraint.sdc]
current_design shiftreg

set clk_period 1.0
set clk_io_pct 0.2

create_clock -name clk0 -period $clk_period [get_ports {clk_i}]

set non_clock_inputs [all_inputs -no_clocks]
set_input_delay [expr $clk_period * $clk_io_pct] -clock clk0 $non_clock_inputs
set_output_delay [expr $clk_period * $clk_io_pct] -clock clk0 [all_outputs]
[/design/flow/design.v]
package cipher_pkg;
    parameter KEY_LENGTH  = 128;
    parameter DATA_LENGTH = 128;
    parameter LENGTH      = 32;
    typedef enum {
        idle, 
        init, 
        read_ad, 
        read_ad_check,  
        read_data, 
        compute, 
        write_data, 
        write_tag, 
        finish
    } state_t;
    typedef logic [KEY_LENGTH-1:0] key_t;
endpackage
package multipler_pkg;
    parameter DATA_LENGTH       = 64;
    parameter BLOCK_LENGTH      = 16;
    parameter LENGTH            = 16;
    typedef enum {
        idle, 
        init, 
        compute, 
        finish
    } state_t;
    typedef logic [LENGTH-1:0] counter_t;
endpackage
module shiftreg #(
    parameter SHIFT = 1, 
    parameter DATA  = 64
)(
    input                 clk_i,
    input      [DATA-1:0] data_i,
    output reg [DATA-1:0] data_o
);
reg [DATA-1:0] shift_array [SHIFT-1:0];
always @(posedge clk_i) begin
    shift_array[0] <= data_i;
end
generate
    for(genvar shft=0; shft < SHIFT-1; shft=shft+1) begin: DELAY_BLOCK
        always @(posedge clk_i) begin
            shift_array[shft+1] <= shift_array[shft];
        end
    end
endgenerate
always @(*) begin
    data_o = (SHIFT == 0) ? data_i : shift_array[SHIFT-1];
end
endmodule
==> run_results.csv <==
group,metric,value,unit
synthesis,top_cells_by_count,"dfxtp_1 (64)",
synthesis,synth_top_area_share,100,%
synthesis,yosys.area_share.adder,0,%
cells_and_area,nFillCells,352,
cts,postCtsSetupBuffers,0,
synthesis,top_cells_by_area,"dfxtp_1 (100%)",
detailed_routing,wire_per_inst,11.4,um
cells_and_area,fin_util,61.5,%
die,io_pins,129,
pwr,total_power,4.99,mW
synthesis,ys_ff,64,
worst_setup_path,cp-start-kind,"flop",
cells_and_area,top_regs,"shift_array (64)",
cts,cts_buffer_depth,2,
pwr,p_leak,1.14,nW
die,die_h,67.4,um
cts,cts_made_buffers,9,
detailed_routing,via_per_inst,3.72,
synthesis,ys_seq_share,100,%
die,die_area,4540,um^2
worst_setup_path,cp_slowest_cell,"dfxtp_2",
worst_setup_path,crit_path_end_kind,"output pin",
run,tool_warnings,26,
placed_design,dp_cells,242,
global_route,first_global_vias,849,
synthesis,top_area_cell,"dfxtp_1",
synthesis,ys_chip_area,1280,um^2
synthesis,synthFlopType,"dfxtp_1",
synthesis,aoi_share,0,%
worst_setup_path,criticalPathCategory,"reg2out",
synthesis,edf_count,0,
pwr,vdd_drop_max,1260,uV
synthesis,yosysCellCount,64,
global_route,grt_usage,12.9,%
cts,cts_root_buffer,"clkbuf_8",
timing,worst_pin_slew,101,ps
worst_setup_path,max_stage_delay,310,ps
cells_and_area,logic_gate_count,0,
cells_and_area,syn2layout_area_growth,94.6,%
synthesis,xor_share,0,%
pwr,powerDensity,2000,nW/um^2
timing,clock.fmax,1.08,GHz
global_route,overflow,0,
die,initial_core_util,31.6,%
worst_setup_path,worstPathCellList,"buf_2",
detailed_routing,wl,2950,um
detailed_routing,n_antenna_cell,0,
synthesis,ys_sh_mux,0,%
cells_and_area,stdcell_count,258,
synthesis,post_synth_num_cell_types,1,
timing,fin_crit,928,ps
timing,min_period_over_period,92.8,%
worst_setup_path,cp.arrival,730,ps
timing,final-hold-violation-count,0,
global_route,grt_max_degree,11,
timing,rsz0062_at_grt,"no",
timing,setup_viol,0,
synthesis,ys_warn_count,0,
timing,max_slew_margin,93.3,%
placed_design,portBuffers,128,
detailed_routing,drt_first_pass_iters,3,
run,maxCapViolations,0,
hold_path,min_path_type,"in2reg",
synthesis,synthArstFlopShare,0,%
die,fp.coreArea,4060,um^2
detailed_routing,drc,0,
detailed_routing,dr.first_iter.drc_count,26,
cts,clk_pin_slew,60,ps
cts,cts.sinks,64,
global_route,antenna_found_initial,0,
cells_and_area,final_layout_size_suffix_gt1_share,39.9,%
cells_and_area,largest_reg_flops,64,
global_route,grt_pass1_wl,4040,um
cells_and_area,logic_area,0,um^2
cts,cts_hold_buf,0,
synthesis,avgSynthCellArea,20.0,um^2
die,rows,23,
cells_and_area,top_register,"shift_array",
synthesis,most_common_cell,"dfxtp_1",
synthesis,synth_cells,64,
detailed_routing,antenna_left,0,
worst_setup_path,path_delay_family,"flip-flops",
die,die_x,67.4,um
run_status,outcome,"finished, final reports clean",
worst_setup_path,path_buffers,1,
cts,cts_htree_levels,3,
placed_design,gp_congestion,0.659,
synthesis,netlist_area,1280,um^2
detailed_routing,dr_total_vias,960,
synthesis,synthSimpleGateAreaFrac,0,%
timing,slew_viol_final,0,
timing,fin_setup_tns,0,ps
cts,cts_tree,"built",
worst_setup_path,required,800,ps
worst_setup_path,crit_fanout,1,
-- metrics by stage --
| step | hold WS, ps | setup WS (ps) | cell area [um^2] |
|---|---|---|---|
| 6_report | 313 | 72.0 | 2490 |
| 3_5_place_dp | 652 | 32.6 | 2630 |
| 4_1_cts | 293 | 4.36 | 2500 |
| 3_3_place_gp | 649 | 32.3 | 2630 |
| 5_1_grt | 282 | 16.3 | 2490 |
| 2_1_floorplan | 228 | 538 | 1280 |
-- layout by cell type (no fill, tap or decap) --
cell,count
clkbuf_8,12
dfxtp_2,4
clkbuf_2,2
dfxtp_1,60
buf_2,62
clkbuf_1,1
clkinv_2,3
clkdlybuf4s50_1,64
-- power breakdown --
part	switching [mW]	total [mW]	internal, mW
combinational	0.0436	0.340	0.296
clock	0.843	1.93	1.09
sequential	0.0258	2.71	2.69
total	0.912	4.99	4.07
-- worst paths after layout --
| check | from | endpoint | slack (ps) | cells past startpoint |
|---|---|---|---|---|
| max | shift_array[0][15] | data_o[15] | 70 | 1 |
| min | data_i[17] | shift_array[0][17] | 310 | 1 |
-- final cells by class --
type	instances	area [um^2]	area share [%]
repair buffers	128	961	38.5
well taps	50	62.6	2.51
flip-flops and latches	64	1290	51.6
clock buffers	13	169	6.77
clock inverters	3	15.0	0.602
-- metal layers --
layer  routed length, um  global-route usage, %
met5                   0                      0
met3                 472                   8.73
met2                1430                   18.9
met4                  54                   3.99
met1                 998                   15.6
-- what timing repair did --
item / CTS / global route
pin swaps: 0 / 0
resized: 193 / 3
endpoints found under the setup margin: 64 / 2
endpoints found under the hold margin: 0 / 0
-- cell families (layout without fill, tap and decap cells) --
family	after synthesis	after routing
buffers and inverters	0	144
DFF	64	64
No activity file was given, so power comes from the tool's default toggle rates.
