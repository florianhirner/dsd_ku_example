==> flow/design.v <==
package cipher_pkg;
    parameter KEY_LENGTH  = 128;
    parameter DATA_LENGTH = 128;
    parameter LENGTH      = 32;
    typedef enum {
        idle, 
        init, 
        read_ad, 
        read_ad_check,  
        read_data, 
        compute, 
        write_data, 
        write_tag, 
        finish
    } state_t;
    typedef logic [KEY_LENGTH-1:0] key_t;
endpackage
package multipler_pkg;
    parameter DATA_LENGTH       = 64;
    parameter BLOCK_LENGTH      = 16;
    parameter LENGTH            = 16;
    typedef enum {
        idle, 
        init, 
        compute, 
        finish
    } state_t;
    typedef logic [LENGTH-1:0] counter_t;
endpackage
import cipher_pkg::*;
module cipher_core (
    input  logic                   clk_i,            
    input  logic                   rst_ni,           
    input  logic [KEY_LENGTH-1:0]  key_i,            
    input  logic [DATA_LENGTH-1:0] nonce_i,          
    input  logic [LENGTH-1:0]      data_len_i,       
    input  logic [LENGTH-1:0]      ad_len_i,         
    input  logic [DATA_LENGTH-1:0] indata_i,         
    input  logic                   indata_valid_i,   
    output logic                   indata_ready_o,   
    output logic [DATA_LENGTH-1:0] outdata_o,        
    output logic                   outdata_valid_o,  
    input  logic                   outdata_ready_i,  
    output logic [DATA_LENGTH-1:0] tag_o,            
    input  logic                   start_i,          
    output logic                   busy_o,           
    output logic                   finish_o          
);
    state_t curr_state, next_state;
    key_t key;
    logic [LENGTH-1:0] counter_init;
    logic [LENGTH-1:0] counter_rd_ad, counter_rd_ad_max;
    always_ff @(posedge clk_i) begin : currStateReg
        if (rst_ni == 0) begin
            curr_state <= idle;
        end 
        else begin
            curr_state <= next_state;
        end
    end : currStateReg
    always_comb begin : nextStateLogic
        next_state = curr_state;  
        case (curr_state)
            idle : begin
                if (start_i == 1) begin
                    next_state = init;
                end
            end
            init : begin
                if (counter_init == 16'h3) begin
                    next_state = read_ad;
                end
            end
            read_ad : begin
                if (indata_valid_i) begin
                    next_state = read_ad_check;
                end
            end
            read_ad_check : begin
                if (counter_rd_ad==counter_rd_ad_max) begin
                    next_state = read_data;
                end
                else begin
                    next_state = read_ad;
                end
            end
            read_data : begin
                next_state = compute;
            end
            compute : begin
                next_state = write_data;
            end
            write_data : begin
                next_state = write_tag;
            end
            write_tag : begin
                next_state = finish;
            end
            finish : begin
                next_state = idle;
            end
            default : begin
                next_state = idle;
            end
        endcase
    end : nextStateLogic
    always_ff @(posedge clk_i) begin : keyReg
        if (rst_ni == 0) begin
            key <= 0;
        end 
        else begin
            key <= key_i;
        end
    end : keyReg
    always_ff @(posedge clk_i) begin : counterDelayInitReg
        if (rst_ni == 0) begin
            counter_init <= 0;
        end 
        else begin
            if (curr_state == init) begin
                counter_init <= counter_init + 1;
            end
        end
    end : counterDelayInitReg
    always_ff @(posedge clk_i) begin : counterRdAdMaxReg
        if (rst_ni == 0) begin
            counter_rd_ad_max <= 0;
        end 
        else begin
            if (curr_state == init) begin
                counter_rd_ad_max <= ad_len_i;
            end
        end
    end : counterRdAdMaxReg
    always_ff @(posedge clk_i) begin : counterRdAdReg
        if (rst_ni == 0) begin
            counter_rd_ad_max <= 0;
        end 
        else begin
            if (curr_state == init) begin
                counter_rd_ad <= 0;
            end
            else if (curr_state == read_ad && indata_ready_o && indata_valid_i) begin
                counter_rd_ad <= counter_rd_ad + 1;
            end
        end
    end : counterRdAdReg
    assign indata_ready_o = (curr_state == read_ad || curr_state == read_data);
    assign outdata_o = {DATA_LENGTH{1'b0}};
    assign outdata_valid_o = 1'b0;
    assign tag_o = {DATA_LENGTH{1'b0}};
    assign busy_o = (curr_state != idle && curr_state != finish);
    assign finish_o = (curr_state == finish);
endmodule : cipher_core
==> flow/run.sh <==
#!/bin/bash
# OpenROAD 26Q1-2900-gdf79404cd8, Yosys 0.63+post, stock flow scripts
make -C /OpenROAD-flow-scripts/flow DESIGN_CONFIG=/design/flow/config.mk WORK_HOME=/design/flow/orfs finish
==> flow/config.mk <==
export PLATFORM = sky130hd
export DESIGN_NAME = cipher_core
export DESIGN_NICKNAME = cipher_core
export VERILOG_FILES = /design/flow/design.v
export SDC_FILE = /design/flow/constraint.sdc
export NUM_CORES = 4
export LEC_CHECK = 1
export CORE_AREA = 10 10 278 278
export DIE_AREA = 0 0 288 288
export SYNTH_HDL_FRONTEND = slang
==> flow/constraint.sdc <==
current_design cipher_core

set clk_period 7.3
set clk_io_pct 0.2

create_clock -name clk0 -period $clk_period [get_ports {clk_i}]

set non_clock_inputs [all_inputs -no_clocks]
set_input_delay [expr $clk_period * $clk_io_pct] -clock clk0 $non_clock_inputs
set_output_delay [expr $clk_period * $clk_io_pct] -clock clk0 [all_outputs]
==> metrics.txt <==
# HELP chip_impl_metric Implementation results
# TYPE chip_impl_metric gauge
chip_impl_metric{name="power_density",unit="mW/mm2"} 161
chip_impl_metric{name="highest_net_fanout_along_the_worst_path",unit=""} 9
chip_impl_metric{name="vert_die_dim",unit="um"} 288
chip_impl_metric{name="relSlewSlack",unit=""} 0.507
chip_impl_info{name="cts_tree",value="built"} 1
chip_impl_info{name="critical_path.reg2reg.startpoint",value="counter_init[4]"} 1
chip_impl_metric{name="floorplan.core_area",unit="mm2"} 0.0714
chip_impl_metric{name="antenna-diode-count",unit=""} 0
chip_impl_metric{name="drv_slew",unit=""} 0
chip_impl_metric{name="number_of_hold_violations_in_the_final_report",unit=""} 0
chip_impl_metric{name="setup_violations",unit=""} 0
chip_impl_info{name="run_status",value="completed"} 1
chip_impl_metric{name="drt_first_pass_iters",unit=""} 4
chip_impl_metric{name="total_power",unit="W"} 0.000989
chip_impl_metric{name="timing.reg2reg.worst_path_depth",unit=""} 5
chip_impl_metric{name="initialDrtViolationCount",unit=""} 184
chip_impl_metric{name="postRouteAntennaNets",unit=""} 0
chip_impl_info{name="worst_setup_path_end_kind",value="output port"} 1
chip_impl_metric{name="async_reset_ff_frac",unit=""} 0
chip_impl_metric{name="regToRegSetupSlack",unit="ns"} 4.94
chip_impl_info{name="hold_path_class",value="flop to flop"} 1
chip_impl_metric{name="routed-via-count",unit=""} 3441
chip_impl_metric{name="data_arrival_time_at_the_worst_slack_endpoint",unit="ns"} 1.80
chip_impl_metric{name="fp-utilization",unit=""} 0.0789
chip_impl_metric{name="enable_flop_cells",unit=""} 32
chip_impl_metric{name="cap_viol_max_count",unit=""} 0
chip_impl_metric{name="grt_pass1_vias",unit=""} 3790
chip_impl_metric{name="fin_clk_skew",unit="ns"} 0.00636
chip_impl_metric{name="synth_flop_count",unit=""} 68
chip_impl_metric{name="chip_area",unit="mm2"} 0.0829
chip_impl_metric{name="postLayoutCellArea",unit="mm2"} 0.00616
chip_impl_metric{name="cts-root-to-sink-buffers",unit=""} 2
chip_impl_info{name="crit-reg2reg-capture",value="counter_init[31]"} 1
chip_impl_metric{name="final_sum_of_negative_setup_slack",unit="ns"} 0
chip_impl_metric{name="postCtsHoldBufs",unit=""} 0
chip_impl_metric{name="chip_width",unit="um"} 288
chip_impl_info{name="rsz0062_at_grt",value="false"} 1
chip_impl_metric{name="timing.final.crit_period",unit="ns"} 3.26
chip_impl_info{name="cp-startpoint",value="curr_state[1]"} 1
chip_impl_metric{name="boundaryPins",unit=""} 713
chip_impl_info{name="worstSetupEndpoint",value="finish_o"} 1
chip_impl_metric{name="global_router_s_overall_resource_usage",unit=""} 0.0234
chip_impl_metric{name="gp_congestion",unit=""} 0.739
chip_impl_metric{name="synth-seq-area-share",unit=""} 0.299
chip_impl_metric{name="port_buffers",unit=""} 6
chip_impl_info{name="criticalPathCategory",value="flop to output port"} 1
chip_impl_metric{name="total_grt_overflow",unit=""} 0
chip_impl_metric{name="post_synth_instance_area",unit="mm2"} 0.00563
chip_impl_info{name="worst_hold_path_startpoint",value="counter_init[1]"} 1
chip_impl_metric{name="largest_net_degree_at_the_start_of_global_routing",unit=""} 41
chip_impl_metric{name="avgSynthCellArea",unit="um2"} 8.77
chip_impl_metric{name="synth.yosys.warnings",unit=""} 64
chip_impl_metric{name="max_freq",unit="GHz"} 0.307
chip_impl_metric{name="synth_cells",unit=""} 642
chip_impl_metric{name="detail_route.drc_violations",unit=""} 0
chip_impl_info{name="postSynth.topFlopCell",value="dfxtp_1"} 1
chip_impl_metric{name="vdd.ir_drop.worst",unit="mV"} 0.196
chip_impl_metric{name="clk_latency",unit="ns"} 0.33
chip_impl_metric{name="placement.cell_area",unit="mm2"} 0.00584
chip_impl_metric{name="grt_first_pass_wirelength",unit="um"} 16600
chip_impl_info{name="lay_top_count",value="conb_1"} 1
chip_impl_metric{name="openroad.warnings",unit=""} 475
chip_impl_metric{name="avgViaCountPerCell",unit=""} 2.15
chip_impl_metric{name="n_fill_cell",unit=""} 8315
chip_impl_metric{name="floorplan.rows",unit=""} 98
chip_impl_metric{name="clk_pin_slew_worst_paths",unit="ns"} 0.06
chip_impl_metric{name="total_leakage_power",unit="nW"} 2.29
chip_impl_metric{name="ys_types",unit=""} 42
chip_impl_metric{name="worstPathRequired",unit="ns"} 5.84
chip_impl_metric{name="synth-cells-yosys",unit=""} 642
chip_impl_metric{name="routed_wire_length_per_instance",unit="um"} 6.75
chip_impl_metric{name="worst_pin_slew",unit="ns"} 0.736
chip_impl_metric{name="clock_sinks",unit=""} 68
chip_impl_metric{name="detail_route.wirelength",unit="um"} 10800
chip_impl_info{name="cts_root_buffer",value="clkbuf_16"} 1
chip_impl_metric{name="cts_resized",unit=""} 0
chip_impl_info{name="layout_top_cells",value="conb_1 (257), xor2_1 (36), dfxtp_1 (36)"} 1
chip_impl_metric{name="total_setup_buffers_inserted_after_cts",unit=""} 0
chip_impl_info{name="cp-start-kind",value="flop"} 1
chip_impl_metric{name="numCtsBuffers",unit=""} 9
chip_impl_metric{name="synthToLayoutAreaGrowth",unit="%"} 9.43
chip_impl_metric{name="grt_antenna_before_repair",unit=""} 2
chip_impl_metric{name="detailedPlacementHpwl",unit="um"} 8180
chip_impl_metric{name="yosys.stat.chipArea",unit="mm2"} 0.00563
chip_impl_metric{name="final_layout_size_suffix_gt1_frac",unit=""} 0.0508
chip_impl_metric{name="ctsHtreeMaxLevel",unit=""} 3
chip_impl_metric{name="finalClockPeriodUsage",unit=""} 0.447
[metrics by stage]
step                setup WS [ns]  utilization  std cells  hold WS, ns
global placement             4.04       0.0819       1584        0.530
global route                 3.97       0.0863       1600        0.590
finish                       4.04       0.0863       1600        0.551
CTS                          4.04       0.0863       1600        0.552
floorplan                    4.45            -        898        0.511
detailed placement           4.02       0.0819       1584        0.541
[cell usage after synthesis (16+ instances only)]
cell	count	area, um2
buf_4	257	1930
dfxtp_1	36	721
xor2_1	36	315
edfxtp_1	32	961
nor2_1	31	116
and2_1	29	181
nand3_1	22	110
nor4_1	21	131
nand2_1	19	71.3
nand4_1	17	106
xnor2_1	16	140
[cells by family after synthesis]
group	share of synthesized area
buffers and inverters	0.367
and+or+nand+nor	0.213
DFF	0.299
xor gates and xnor gates	0.0809
AOI/OAI and AO/OA	0.0293
adders and majority gates	0.00667
muxes	0.00356
other	0.000666
[sequential cells by signal (all words and copies together) (netlist names)]
register	count
curr_state	4
counter_init	32
counter_rd_ad	32
[power by group]
group / total, W / switching [W] / internal, W
clock network: 0.000441 / 0.000154 / 0.000287
logic: 0.0000920 / 0.0000584 / 0.0000336
registers: 0.000455 / 0.0000244 / 0.000431
[per-layer routing]
metal	GRT usage	share of wire
met3	0.0119	0.13
met5	0	0.00083
met4	0.00156	0.0033
met1	0.0347	0.53
met2	0.0307	0.33
[critical path, stage by stage, from the launching register on]
cell and delay, ns:
dfxtp_1 0.41, or3_1 0.46, nor2_1 0.12, clkdlybuf4s50_1 0.48
[cell type report]
class | instances | area, um2 | area share
multi-input combinational | 544 | 2840 | 0.461
sequential | 68 | 1680 | 0.273
tap | 950 | 1190 | 0.193
clock buffer | 14 | 305 | 0.0496
timing repair buffer | 9 | 82.6 | 0.0134
inverter | 13 | 48.8 | 0.00792
clock inverter | 2 | 11.3 | 0.00183
[how the worst min path moves through the flow]
stage,end,slack (ns),cells after the start
after global routing,counter_init[7],0.59,2
final,counter_init[1],0.55,2
after CTS,counter_init[1],0.55,2
